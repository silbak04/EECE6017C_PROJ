[flow/design.v]
module disp_mux (
    input rst,
    input start,
    input [3:0] ET0,
    input [3:0] ET1,
    input [3:0] ET2,
    input [3:0] ET3,
    input [3:0] ET4,
    input [3:0] ET5,
    input [3:0] ET6,
    input [3:0] ET7,
    input [3:0] ET8,
    input [3:0] ET9,
    input [3:0] ET10,
    input [3:0] cur_exp,
    input [7:0] sum_val,
    output [3:0] seg_0,
    output [3:0] seg_1,
    output [3:0] seg_2,
    output [3:0] seg_3,
    output [7:0] sum
);
    parameter OFF = 0;
    reg run = 0;
    always @ (posedge start, posedge rst) begin
        if (rst) run = 0;
        else run = ~run;
    end
    assign seg_0 =
        (run) ? cur_exp : 4'hF;
    assign seg_1 =
        (run) ? 4'hE   : 4'hF;
    assign seg_2 = 
        (run) ? (cur_exp == 4'h0 ? ET0[3:0] :
                 cur_exp == 4'h1 ? ET1[3:0] :
                 cur_exp == 4'h2 ? ET2[3:0] :
                 cur_exp == 4'h3 ? ET3[3:0] :
                 cur_exp == 4'h4 ? ET4[3:0] :
                 cur_exp == 4'h5 ? ET5[3:0] :
                 cur_exp == 4'h6 ? ET6[3:0] :
                 cur_exp == 4'h7 ? ET7[3:0] :
                 cur_exp == 4'h8 ? ET8[3:0] :
                 cur_exp == 4'h9 ? ET9[3:0] :
                 4'hF) : 4'hF;
    assign seg_3 =
        (run) ? (cur_exp == 4'h0 ? ET1[3:0]  :
                 cur_exp == 4'h1 ? ET2[3:0]  :
                 cur_exp == 4'h2 ? ET3[3:0]  :
                 cur_exp == 4'h3 ? ET4[3:0]  :
                 cur_exp == 4'h4 ? ET5[3:0]  :
                 cur_exp == 4'h5 ? ET6[3:0]  :
                 cur_exp == 4'h6 ? ET7[3:0]  :
                 cur_exp == 4'h7 ? ET8[3:0]  :
                 cur_exp == 4'h8 ? ET9[3:0]  :
                 cur_exp == 4'h9 ? ET10[3:0] :
                 4'hF) : 4'hF;
    assign sum = 
        (run) ? (sum_val) : OFF;
endmodule
[flow/run.sh]
#!/bin/bash
# OpenROAD 26Q1-2900-gdf79404cd8, Yosys 0.63+post, stock flow scripts
make -C /OpenROAD-flow-scripts/flow DESIGN_CONFIG=/design/flow/config.mk WORK_HOME=/design/flow/orfs finish
[flow/config.mk]
export PLATFORM = sky130hd
export DESIGN_NAME = disp_mux
export DESIGN_NICKNAME = disp_mux
export VERILOG_FILES = /design/flow/design.v
export SDC_FILE = /design/flow/constraint.sdc
export NUM_CORES = 4
export LEC_CHECK = 1
export CORE_AREA = 10 10 76 76
export DIE_AREA = 0 0 86 86
[flow/constraint.sdc]
current_design disp_mux

set clk_period 3.7
set clk_io_pct 0.2

create_clock -name clk0 -period $clk_period [get_ports {start}]

set non_clock_inputs [all_inputs -no_clocks]
set_input_delay [expr $clk_period * $clk_io_pct] -clock clk0 $non_clock_inputs
set_output_delay [expr $clk_period * $clk_io_pct] -clock clk0 [all_outputs]
==> run notes <==
Main metrics from the flow reports.

The overall via count from detail_route is 1495. The final total negative setup slack is 0 ns. The DRC violation count after routing came out at 0. The worst voltage drop across the vdd grid is 0.04558 mV. According to the hold report, the worst path is of the reg2reg type. Per the final layout report, the fraction of cells sized above drive strength 1 comes to 5.532%. The clock network accounts for 0% of the total power. The post-placement worst setup slack is 0.1047 ns. The number of nets with antenna violations after routing is 0.

Post-synth the commonest register cell is dfrtp_1. The number of antenna violations at the first check in global routing came to 0. Across the routed clock network, the largest skew measured is 0 ns.

The transition at the pin with the smallest max-transition slack is 0.5515 ns. The final hold violation count is 0. The startpoint kind of the worst setup timing path is a primary input. According to the I/O placement log, the pin count is 82. The first global-routing pass estimated 7.734 mm of wire.

The final worst-path setup slack is 0.1354 ns. The per-cell routed wire length is 16.51 um. The final critical-path required period is 3.565 ns.

The number of storage elements in the synthesis netlist is 1. The worst setup path is captured at an output port. The number of enable-type register cells in the synthesized netlist came out at 0.

Per the timing report, the most critical flop-to-flop path originates at run$_DFF_PP0_. For met3 alone, demand over resource in global routing was 2.860%. The diode insertion count for antenna repair is 0. Looking at the global route congestion table, the highest-usage layer is met2. The global-route total usage across every layer is 12.41%. Warnings reported by Yosys during synthesis add up to 1. In the hold report, the worst path ends at run$_DFF_PP0_. The placer's final routability congestion estimate is 0.8955. The half-perimeter wire length after placement came out at 3.919 mm. The overall die size recorded for this design is 7396 um2.

The cell count after synthesis is 166. The register-to-register setup slack is 2.71 ns. The clock insertion delay at the later pin of the skew report came out at 0 ns. The report counts max-capacitance violations totalling 0. The cell count in the Yosys report is 166. The vertical die dimension reported for this design is 86 um. The internal power contribution came out at 0.1064 mW. The flip-flop count of the largest register after layout came out at 1. The final design instance area without fill is 1927 um2. The number of cells on the worst hold path came out at 1. The power density over the cells is 89.99 nW/um2. The headroom to the max-slew limit came out at 63.24%. Entering global routing, the biggest net connects 24 pins.

The distinct cell type count after synthesis is 42. The share of async-settable or async-resettable flops after synthesis is 100.0%. Per the timing report, the biggest fanout along the worst path comes to 11. The portion of total power attributed to sequential cells came out at 6.4%. The quantity of I/O buffers inserted on ports came out at 78. The setup-violating endpoint count in the final report came out at 0. Data on the critical path arrives at its endpoint at 2.82 ns. On the worst setup and hold paths after CTS, the clock-pin slew comes to 0 ns. The run finished with clean final reports. The achievable frequency is 0.2805 GHz.

STA puts the critical path data required time at 2.96 ns. The chip area line in the Yosys stat output reads 1079 um2. Per the detailed-route log, wirelength across all metal layers totals 4.706 mm. Once placement finished, the instance area stood at 1919 um2. The number of global-route vias before repair is 1555. The switching portion of total power came out at 38.64%.

The logic gate share of total power is 93.6%. The met2 layer usage reported by global route is 18.93%. The first detailed-routing pass ran for 4 iterations. The total leakage power is 0.6979 nW. The max-slew violation count came out at 0.

The die extent in x is 86 um. For reference, the post-synthesis area per instance comes to 6.497 um2. The worst register-to-register path ends at run$_DFF_PP0_.

In this run the cell area of the synthesized design comes to 1079 um2. The layout overhead on the synthesized area came out at 78.65%. Per the hold report, the tightest min-delay path originates at run$_DFF_PP0_.

Using the TritonRoute via totals, the vias-per-cell ratio works out to 5.246. The core outline area came out at 4115 um2. Once iteration 0 of detailed routing completed, the report listed 89 DRC markers. The global routing usage on met1 came out at 17.95%.

The net switching power figure came out at 0.06700 mW. The sum of overflow across all layers after global routing is 0. The critical path in this run is classified as in2out. The warning total across the stage logs is 28. The share of synthesized area occupied by flip-flops and latches came out at 2.320%. The post-route fraction of the period consumed by the critical path came out at 96.34%. The number of fill cells in the layout is 429. The initialized floorplan defines 23 standard-cell rows. Setup repair after global routing left no endpoint under its margin. Measured in cells, the most critical reg-to-reg path has a length of 1. The floorplan utilization came out at 26.21%.
-- routing by layer --
| layer | up-vias | share of wire, % |
|---|---|---|
| li1 | 757 | - |
| met1 | 662 | 47 |
| met2 | 74 | 43 |
| met3 | 2 | 9.5 |
| met4 | 0 | 0.45 |
| met5 | - | 0 |
-- metrics by stage --
| step | std cells | util, % | hold slack (ns) | total power [mW] |
|---|---|---|---|---|
| after floorplan | 168 | - | 0.4687 | 0.08657 |
| after global placement | 285 | 46.64 | 0.8251 | 0.1735 |
| after detailed placement | 285 | 46.64 | 0.8380 | 0.1716 |
| after CTS | 285 | 46.64 | 0.8307 | 0.1725 |
| after global routing | 285 | 46.82 | 0.9068 | 0.1896 |
| final | 285 | 46.82 | 0.8178 | 0.1734 |
-- worst max-delay path, stage by stage --
cell	delay, ns
clkdlybuf4s50_1	0.62
buf_4	0.25
xnor2_1	0.16
a211oi_1	0.25
a21oi_1	0.06
o221ai_1	0.22
clkdlybuf4s50_1	0.52
-- cells in the final DEF, fill, tap and decap left out, drive strengths merged, types with 3 or more instances in the layout --
cell / instances
o32ai: 4
a31oi: 3
nand2: 7
nand2b: 8
o22a: 5
and2: 10
a211oi: 4
a211o: 3
buf: 9
mux2i: 10
conb: 3
o21a: 3
a21oi: 12
a311o: 3
nor2: 14
clkdlybuf4s50: 77
inv: 5
nor2b: 3
o21ai: 25
-- synth_stat cells, drive strengths merged (2+ instances only) --
library cell / n / area (um2)
a221oi: 2 / 17.52
a211oi: 4 / 30.03
o22a: 5 / 43.79
buf: 16 / 100.1
a311o: 3 / 30.03
a21o: 2 / 15.01
mux2i: 10 / 100.1
o221ai: 2 / 17.52
and2: 10 / 62.56
a211o: 3 / 26.28
and4b: 2 / 20.02
nand2b: 8 / 50.05
o21a: 3 / 22.52
o32ai: 4 / 35.03
nand2: 7 / 26.28
inv: 5 / 18.77
o22ai: 2 / 12.51
nor2: 14 / 52.55
o21ai: 25 / 125.1
nor2b: 3 / 18.77
clkbuf: 4 / 15.01
a21oi: 12 / 60.06
a31oi: 3 / 18.77
nand3: 2 / 10.01
-- repair_timing --
action	4_1_cts	5_1_grt
hold buffers	0	0
setup buffers	0	0
resized	0	3
endpoints found under the setup margin	0	3
-- cell families (layout without fill, tap and decap cells) --
| family | Yosys count | after routing | share of synthesized area [%] |
|---|---|---|---|
| AOI/OAI and AO/OA | 74 | 74 | 45.36 |
| muxes | 12 | 12 | 12.41 |
| DFF | 1 | 1 | 2.320 |
| other | 1 | 3 | 0.3477 |
| xor gates and xnor gates | 1 | 1 | 0.8122 |
| buffers and inverters | 25 | 92 | 12.41 |
| and+or+nand+nor | 52 | 52 | 26.34 |
-- cell type report --
| type | count | area (um2) | share of cell area (%) |
|---|---|---|---|
| Timing Repair Buffer | 87 | 888.4 | 46.10 |
| Inverter | 5 | 18.77 | 0.9740 |
| Multi-Input combinational cell | 142 | 932.1 | 48.38 |
| Sequential cell | 1 | 25.02 | 1.299 |
| Tap cell | 50 | 62.56 | 3.247 |
-- worst max-delay path by stage --
stage	slack (ns)	start	end	depth (start not counted)
after CTS	0.09	cur_exp[3]	seg_3[2]	7
after global routing	0.02	cur_exp[1]	seg_3[0]	7
final	0.14	cur_exp[1]	seg_3[0]	7
-- power by group through the flow --
stage	logic, mW	registers [mW]	clock network, mW
CTS	0.161	0.0111	0
global route	0.178	0.0111	0
finish	0.162	0.0111	0
No activity file was given, so power comes from the tool's default toggle rates.
