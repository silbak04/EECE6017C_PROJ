==> /design/flow/design.v <==
module stateControl(clk, reset_button, integer_button, decimal_button, change_sign, change_10_reg, change_1_reg, change_dec_reg, new_sign, new_conv_value, new_10_reg, new_1_reg, new_dec_reg, data_in, led0, led1, led2, led3);
	parameter STATE0 = 4'b0000, STATE1 = 4'b0001, STATE2 = 4'b0010, STATE3 = 4'b0011;
	parameter STATE4 = 4'b0100, STATE5 = 4'b0101, STATE6 = 4'b0110, STATE7 = 4'b0111;
	parameter STATE8 = 4'b1000, STATE9 = 4'b1001, STATE10 = 4'b1010, STATE11 = 4'b1011;
	parameter STATE12 = 4'b1100, STATE13 = 4'b1101, STATE14 = 4'b1110, STATE15 = 4'b1111;
	parameter LED0 = 2'b00, LED1 = 2'b01, LED2 = 2'b10, LED3 = 2'b11;
	parameter BLANK = 4'b1010;
	parameter CLK_SCALE = 10'b0000110010;
	input clk;
	input reset_button;
	input decimal_button;
	input integer_button;
	input change_sign;
	input [3:0] change_10_reg;
	input [3:0] change_1_reg;
	input [3:0] change_dec_reg;
	input new_sign;
	input [3:0] new_10_reg;
	input [3:0] new_1_reg;
	input [3:0] new_dec_reg;
	input [6:0] new_conv_value;
	input [9:0] data_in;
	output [3:0] led0;
	output [3:0] led1;
	output [3:0] led2;
	output [3:0] led3;
	reg [3:0] led0;
	reg [3:0] led1;
	reg [3:0] led2;
	reg [3:0] led3;
	reg [3:0] current_state;
	reg [3:0] current_10_reg;
	reg [3:0] current_1_reg;
	reg [3:0] current_dec_reg;
	reg [6:0] current_conv_value;
	reg current_sign;
	reg [9:0] display_timer;
	always @(posedge clk)
	begin
		if (reset_button == 1'b0)
			begin
			end
		else if (integer_button == 1'b0)	
			begin
				led_output(LED2, data_in[7:4]);
				led_output(LED3, data_in[3:0]);
				current_state = STATE10;
			end
		else if (decimal_button == 1'b0)
			begin
				led_output(LED2, data_in[7:4]);
				led_output(LED3, data_in[3:0]);
				current_state = STATE0;
				display_timer = CLK_SCALE;
			end
		else
			begin
				if (display_timer > 0)
					display_timer = display_timer - 1;
				else
				begin
				display_timer = CLK_SCALE;
				case(current_state)
					STATE0:
						begin
							led_output(LED0, BLANK);
							led_output(LED1, BLANK);
							led_output(LED2, BLANK);
							led_output(LED3, BLANK);
						end
					STATE1:
						begin
							if (change_sign == 1'b1)
								led_output(LED0, 4'b1011);
							else
								led_output(LED0, BLANK);
							led_output(LED1, change_10_reg);
							led_output(LED2, change_1_reg);
							led_output(LED3, change_dec_reg);
							current_state = STATE2;
						end
					STATE2:
						begin
							current_state = STATE3;
						end
					STATE3:
						begin
							led_output(LED0, BLANK);
							led_output(LED1, BLANK);
							led_output(LED2, BLANK);
							led_output(LED3, BLANK);
							current_state = STATE4;
						end
					STATE4:
						begin
							if (new_sign == 1'b1)
								led_output(LED0, 4'b1011);
							else
								led_output(LED0, BLANK);
							led_output(LED1, new_10_reg);
							led_output(LED2, new_1_reg);
							led_output(LED3, new_dec_reg);
							current_state = STATE5;
						end
					STATE5:
						begin
							current_state = STATE6;
						end
					STATE6:
						begin
							led_output(LED0, BLANK);
							led_output(LED1, BLANK);
							led_output(LED2, BLANK);
							led_output(LED3, BLANK);
							current_state = STATE7;
						end
					STATE7:
						begin
							if (change_sign == 1'b1)
								led_output(LED0, 4'b1011);
							else
								led_output(LED0, BLANK);
							led_output(LED1, change_10_reg);
							led_output(LED2, change_1_reg);
							led_output(LED3, change_dec_reg);
							current_state = STATE8;
						end
					STATE8:
						begin
							current_sign = new_sign;
							current_10_reg = new_10_reg;
							current_1_reg = new_1_reg;
							current_conv_value = new_conv_value;
							current_dec_reg = new_dec_reg;
							current_state = STATE9;
						end
					STATE9:
						begin
							led_output(LED0, BLANK);
							led_output(LED1, BLANK);
							led_output(LED2, BLANK);
							led_output(LED3, BLANK);
							current_state = STATE10;
						end
					STATE10:
						begin
							if (current_sign == 1'b1)
								led_output(LED0, 4'b1011);
							else
								led_output(LED0, BLANK);
							led_output(LED1, current_10_reg);
							led_output(LED2, current_1_reg);
							led_output(LED3, current_dec_reg);
							current_state = STATE15;
						end
					STATE15:
						begin
						end
					default:
						begin
						end
				endcase
				end
			end											
	end	
	task led_output;
	input [1:0] led_pos;
	input [3:0] led_value;
	begin
		case (led_pos)
			LED0:
				led0 = led_value;
			LED1:
				led1 = led_value;
			LED2:
				led2 = led_value;
			LED3:
				led3 = led_value;
			default:
				begin
					led0 = 4'b0000;
					led1 = 4'b0000;
					led2 = 4'b0000;
					led3 = 4'b0000;
				end
		endcase
	end
	endtask
endmodule
==> /design/flow/run.sh <==
#!/bin/bash
# OpenROAD 26Q1-2900-gdf79404cd8, Yosys 0.63+post, stock flow scripts
make -C /OpenROAD-flow-scripts/flow DESIGN_CONFIG=/design/flow/config.mk WORK_HOME=/design/flow/orfs finish
==> /design/flow/config.mk <==
export PLATFORM = sky130hd
export DESIGN_NAME = stateControl
export DESIGN_NICKNAME = stateControl
export VERILOG_FILES = /design/flow/design.v
export SDC_FILE = /design/flow/constraint.sdc
export NUM_CORES = 4
export LEC_CHECK = 1
export CORE_UTILIZATION = 50
==> /design/flow/constraint.sdc <==
current_design stateControl

set clk_period 5.9
set clk_io_pct 0.2

create_clock -name clk0 -period $clk_period [get_ports {clk}]

set non_clock_inputs [all_inputs -no_clocks]
set_input_delay [expr $clk_period * $clk_io_pct] -clock clk0 $non_clock_inputs
set_output_delay [expr $clk_period * $clk_io_pct] -clock clk0 [all_outputs]
==> job_summary.md <==
### Metrics collected by this job

| Metric | Value |
|---|---|
| Critical path's slowest cell | clkdlybuf4s50_1 |
| Worst path max stage delay | 0.72 ns |
| Row cnt | 23 |
| Chip footprint | 4610 um2 |
| Ratio of cells with drive above 1 in the final layout | 0.0871 |
| Switch share | 0.225 |
| Die height | between 60 and 70 um |
| Total grt overflow | 0 |
| Worst EP arrival | 3.04 ns |
| RSZ-0062 raised after global routing | no |
| P_int | 0.000482 W |
| Tool Warnings | 35 |
| Ys async rst share | 0 |
| Hold path startpoint | current_state[3] |
| Comb power frac | 0.118 |
| Status | finished, final reports clean |
| Main synth FF type | edfxtp_1 |
| Clock skew | 0.00418 ns |
| Setup_tns | 0 ns |
| P&R area growth vs syn | 27.2% |
| Buf+Inv Stages, Crit Path | 1 |
| Initial core utilization | 0.532 |
| WP depth | 4 |
| IO Count | 63 |
| Maxcap violations | 0 |
| Post-layout period usage | 0.516 |
| Reg clk slew, reported paths | roughly 0.080 ns |
| Final Setup Violations | 0 |
| Worst Setup Start Kind | input port |
| Post-Synthesis Cells | 196 |
| Clock Tree Root | clkbuf_8 |
| Core Util, Final | 0.676 |
| Worst Reg2Reg Path Length in Cells | 5 |
| Leak pwr | roughly 0.90 nW |
| Post-synthesis cell type count | 41 |
| Worst slew pin tran | 0.909 ns |
| First-pass GRT wire length | 7420 um |
| Hold buffers post-CTS | 0 |
| Hold Vio Cnt, Final | 0 |
| Total setup buffers inserted after CTS | 0 |
| Net Switching | around 0.00014 W |
| Max Freq | 329 MHz |
| Max Slew Vio Count | 0 |
| Yosys stat cell total | 196 |
| Pwr dens | 225 nW/um2 |
| Routed wire length | 4700 um |
| Yosys reg bits | 46 |
| Vias/cell | 5.84 |
| Detailed Routing Iterations Pass 1 | 4 |
| Largest net degree at the start of global routing | 17 |
| Number of enable flip-flop cells | 36 |
| CTS tree | done |
| Critical path, cell by cell | clkdlybuf4s50_1, and2_0, nand4_1, o211a_1 |
| Syn_area_per_cell | 11.1 um2 |
| Register share after synthesis | 0.590 |
| Final Critical Period | ~3 ns |
| Total CTS buffers | 5 |
| Vias in the first global route | between 1500 and 2000 |
| Chip width | 67.9 um |
| Required time of the critical path | slightly below 6 ns |
| Worst hold stages | 2 |
| DRC violations left | 0 |
| Post-synth area from yosys stat | between 2000 and 2500 um2 |
| Reg2reg end | led1[0] |
| Via count | 1699 |
| # H-tree levels | 2 |
| # clock sinks | roughly 46 |
| Worst-path fanout max | 14 |
| Hpwl dp | between 3000 and 4000 um |
| CP endpoint kind | register |
| PostCTS Resize Cnt | 0 |
| # port buffers | approximately 50 |
| Clk latency late pin | a little under 0.3 ns |
| WL/cell | 16.2 um |
| Clock Tree Buf Depth | 2 |
| Critical setup path kind | in -> reg |
| N_diodes | 0 |
| Seq pwr share | 0.589 |
| Min-delay worst type | reg -> reg |
| Global Route Usage Sum | 0.232 |
| Area of the mapped netlist | 2170 um2 |
| Warnings, synthesis | 1 |
| R2R Setup Slk | 3.11 ns |
| Reg-to-reg startpoint | display_timer[0] |
| Initial antenna violation count | 0 |
| CP delay by family, top | simple AND/OR/NAND/NOR gates |
| GP Congestion | approximately 0.84 |
| Max rail drop VDD | 0.132 mV |
| Core ar. | 4090 um2 |
| Routed Antenna Nets | 0 |
| Worst rel slew slack | 0.390 |
| Clock share of power | 0.293 |
| Hold Path Sink | current_state[3] |
| DR iter-0 viols | 142 |
cells in the final DEF, fill, tap and decap left out, types with 4 or more instances in the layout:
cell,n
o22ai_2,7
edfxtp_1,36
nor2_1,13
a31oi_1,4
inv_1,11
a221oi_1,8
or4_1,4
or3_1,4
dfxtp_1,10
a21oi_1,12
nand3_1,11
nand2_1,20
a22oi_1,5
clkdlybuf4s50_1,50
clkbuf_8,5
kinds of logic (layout without fill, tap and decap cells):
kind of cell	count (synthesis)	in the layout	share of synthesized area
compound gates	50	50	0.180
xor+xnor	2	2	0.00807
fa+ha+maj	1	1	0.00576
buf+inv	28	72	0.0576
flops	46	46	0.590
other cells	2	3	0.00346
simple gates	67	67	0.156
power by group through the flow:
stage         Clock, W  Combinational, W  Sequential, W
finish        0.000183         0.0000735       0.000366
global route  0.000197         0.0000807       0.000368
CTS           0.000184         0.0000737       0.000366
layout make-up:
class                           count  area (um2)
Clock buffer                        6        72.6
Clock inverter                      2        8.76
Fill cell                         312        1320
Inverter                           11        41.3
Multi-Input combinational cell    123         774
Sequential cell                    46        1280
Tap cell                           50        62.6
Timing Repair Buffer               53         523
cell usage after synthesis (2+ instances only):
cell,count,share of area
nand3_1,11,0.025
a21oi_1,12,0.028
o31ai_1,3,0.010
buf_4,3,0.010
a22oi_1,5,0.017
nand2_1,20,0.035
dfxtp_1,10,0.092
inv_1,11,0.019
o21ai_0,3,0.0069
nor2_1,13,0.022
clkbuf_1,12,0.021
edfxtp_1,36,0.50
nand4_1,2,0.0058
conb_1,2,0.0035
a31oi_1,4,0.012
a221oi_1,8,0.032
xnor2_1,2,0.0081
nor3_1,3,0.0069
or3_1,4,0.012
nor4_1,2,0.0058
o22ai_2,7,0.040
or4_1,4,0.014
per-layer routing:
metal | global-route usage | part of all wire
met2 | 0.366 | 0.49
met3 | 0.0507 | 0.058
met5 | 0 | 0
met1 | 0.365 | 0.44
met4 | 0.0286 | 0.011
worst min-delay path, stage by stage, from the launching register on:
cell and delay, ns:
dfxtp_1 0.31, nand2_1 0.05, o22ai_1 0.06
per-stage QoR:
step	total power [W]	hold slack [ns]	worst slack (ns)	instances	instance area, um2
4_1_cts	0.000624	0.470	2.85	291	2760
5_1_grt	0.000645	0.489	2.76	291	2760
2_1_floorplan	0.000403	0.435	3.00	197	2180
6_report	0.000623	0.467	2.86	291	2760
3_3_place_gp	0.000445	0.446	2.58	283	2680
3_5_place_dp	0.000447	0.461	2.55	283	2680
worst max path at each step:
stage / startpoint / to / slack, ns
4_1_cts: decimal_button / led3[0] / 2.85
5_1_grt: decimal_button / led2[2] / 2.76
6_report: decimal_button / led3[3] / 2.86
Power and IR drop assume default switching activity.
